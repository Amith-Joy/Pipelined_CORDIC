==> design/flow/design.v <==
module cordic(
			clk,
            reset,
           operands_val,
            x_start,
            y_start,
            angle,
            sine,
            cosine
);
  parameter width =16;
  input clk,reset,operands_val;
  input signed [width-1:0] x_start,y_start;
  input signed [width-1:0]angle;
  output reg signed [width-1:0] sine,cosine;
  reg signed [width-1:0] x0;
  reg signed [width-1:0] y0;
  reg signed [width-1:0] theta0;
  reg signed [width-1:0] x1;
  reg signed [width-1:0] y1;
  reg signed [width-1:0] theta1;
  reg signed [width-1:0] x2;
  reg signed [width-1:0] y2;
  reg signed [width-1:0] theta2;
  reg signed [width-1:0] x3;
  reg signed [width-1:0] y3;
  reg signed [width-1:0] theta3;
  reg signed [width-1:0] x4;
  reg signed [width-1:0] y4;
  reg signed [width-1:0] theta4;
  reg signed [width-1:0] x5;
  reg signed [width-1:0] y5;
  reg signed [width-1:0] theta5;
  reg signed [width-1:0] x6;
  reg signed [width-1:0] y6;
  reg signed [width-1:0] theta6;
  reg signed [width-1:0] x7;
  reg signed [width-1:0] y7;
  reg signed [width-1:0] theta7;
  reg signed [width-1:0] x8;
  reg signed [width-1:0] y8;
  reg signed [width-1:0] theta8;
  reg signed [width-1:0] x9;
  reg signed [width-1:0] y9;
  reg signed [width-1:0] theta9;
  reg signed [width-1:0] x10;
  reg signed [width-1:0] y10;
  reg signed [width-1:0] theta10;
  reg signed [width-1:0] x11;
  reg signed [width-1:0] y11;
  reg signed [width-1:0] theta11;
  reg signed [width-1:0] x12;
  reg signed [width-1:0] y12;
  reg signed [width-1:0] theta12;
  reg signed [width-1:0] x13;
  reg signed [width-1:0] y13;
  reg signed [width-1:0] theta13;
  reg signed [width-1:0] x14;
  reg signed [width-1:0] y14;
  reg signed [width-1:0] theta14;
  reg signed [width-1:0] x15;
  reg signed [width-1:0] y15;
  reg signed [width-1:0] theta15;
  wire signed [width-1:0] x_add_out0,y_add_out0,theta_add_out0;
  reg signed[width-1:0] x_add_out1,y_add_out1,theta_add_out1,
                        x_add_out2,y_add_out2,theta_add_out2,
                          x_add_out3,y_add_out3,theta_add_out3,
                        x_add_out4,y_add_out4,theta_add_out4,
                          x_add_out5,y_add_out5,theta_add_out5,
                        x_add_out6,y_add_out6,theta_add_out6,
                          x_add_out7,y_add_out7,theta_add_out7,
                        x_add_out8,y_add_out8,theta_add_out8,
                          x_add_out9,y_add_out9,theta_add_out9,
                        x_add_out10,y_add_out10,theta_add_out10,
                          x_add_out11,y_add_out11,theta_add_out11,
                        x_add_out12,y_add_out12,theta_add_out12, 
                          x_add_out13,y_add_out13,theta_add_out13,
                        x_add_out14,y_add_out14,theta_add_out14,
                          x_add_out15,y_add_out15,theta_add_out15;
	parameter [15:0] del0 = 16'b0011001001000100;
    parameter [15:0] del1 = 16'b0001110110101100;
    parameter [15:0] del2 = 16'b0000111110101101;
    parameter [15:0] del3 = 16'b0000011111110101;
    parameter [15:0] del4 = 16'b0000001111111110;
    parameter [15:0] del5 = 16'b0000001000000000;
    parameter [15:0] del6 = 16'b0000000100000000;
    parameter [15:0] del7 = 16'b0000000010000000;
    parameter [15:0] del8 = 16'b0000000001000000;
    parameter [15:0] del9 = 16'b0000000000100000;
    parameter [15:0] del10 =16'b0000000000010000;
    parameter [15:0] del11 =16'b0000000000001000;
    parameter [15:0] del12 =16'b0000000000000100;
    parameter [15:0] del13= 16'b0000000000000010;
    parameter [15:0] del14= 16'b0000000000000001;
    parameter [15:0] del15= 16'b0000000000000000;
assign x_add_out0=x0-y0;
assign y_add_out0=x0+y0;
assign theta_add_out0=theta0-del0;
  assign cosine=x_add_out15;
  assign sine=y_add_out15;
  always@(posedge clk)
    begin 
      if(reset)
        begin
          x0<=0;
          y0<=0;
          theta0<=0;
          x1<=0;
          y1<=0;
          theta1<=0;
          x2<=0;
          y2<=0;
          theta2<=0;
          x3<=0;
          y3<=0;
          theta3<=0;
          x4<=0;
          y4<=0;
          theta4<=0;
          x5<=0;
          y5<=0;
          theta5<=0;
          x6<=0;
          y6<=0;
          theta6<=0;
          x7<=0;
          y7<=0;
          theta7<=0;
          x8<=0;
          y8<=0;
          theta8<=0;
          x9<=0;
          y9<=0;
          theta9<=0;
          x10<=0;
          y10<=0;
          theta10<=0;
          x11<=0;
          y11<=0;
          theta11<=0;
          x12<=0;
          y12<=0;
          theta12<=0;
          x13<=0;
          y13<=0;
          theta13<=0;
           x14<=0;
          y14<=0;
          theta14<=0;
            x15<=0;
          y15<=0;
          theta15<=0;
        end
      else
        begin
      x0<=x_start;
      y0<=y_start;
      theta0<=angle;
       x1<=x_add_out0;
      y1<=y_add_out0;
      theta1<=theta_add_out0;
         x2<=x_add_out1;
      y2<=y_add_out1;
      theta2<=theta_add_out1;
       x3<=x_add_out2;
      y3<=y_add_out2;
      theta3<=theta_add_out2;
       x4<=x_add_out3;
      y4<=y_add_out3;
      theta4<=theta_add_out3;
        x5<=x_add_out4;
      y5<=y_add_out4;
      theta5<=theta_add_out4;
        x6<=x_add_out5;
      y6<=y_add_out5;
      theta6<=theta_add_out5;
         x7<=x_add_out6;
      y7<=y_add_out6;
      theta7<=theta_add_out6;
         x8<=x_add_out7;
      y8<=y_add_out7;
      theta8<=theta_add_out7;
         x9<=x_add_out8;
      y9<=y_add_out8;
      theta9<=theta_add_out8;
      x10<=x_add_out9;
      y10<=y_add_out9;
      theta10<=theta_add_out9;
       x11<=x_add_out10;
      y11<=y_add_out10;
      theta11<=theta_add_out10;
      x12<=x_add_out11;
      y12<=y_add_out11;
      theta12<=theta_add_out11;
       x13<=x_add_out12;
      y13<=y_add_out12;
      theta13<=theta_add_out12;
          x14<=x_add_out13;
      y14<=y_add_out13;
      theta14<=theta_add_out13;
          x15<=x_add_out14;
      y15<=y_add_out14;
      theta15<=theta_add_out14;
        end
    end
  always@(*)
  	begin
  case(theta1[15])
    1'b1:
    begin
      x_add_out1=x1+(y1>>>1);
      y_add_out1=y1-(x1>>>1);
 	  theta_add_out1=theta1+del1; 
    end
    1'b0:
      begin
        x_add_out1=x1-(y1>>>1);
        y_add_out1=y1+(x1>>>1);
 		 theta_add_out1=theta1-del1;
      end
  endcase
      case(theta2[15])
    1'b1:
    begin
      x_add_out2=x2+(y2>>>2);
      y_add_out2=y2-(x2>>>2);
 		theta_add_out2=theta2+del2; 
    end
    1'b0:
      begin
        x_add_out2=x2-(y2>>>2);
        y_add_out2=y2+(x2>>>2);
 		 theta_add_out2=theta2-del2;
      end
  endcase
      case(theta3[15])
    1'b1:
    begin
      x_add_out3=x3+(y3>>>3);
      y_add_out3=y3-(x3>>>3);
 		theta_add_out3=theta3+del3; 
    end
    1'b0:
      begin
        x_add_out3=x3-(y3>>>3);
        y_add_out3=y3+(x3>>>3);
 		 theta_add_out3=theta3-del3;
      end
  endcase
      case(theta4[15])
    1'b1:
    begin
      x_add_out4=x4+(y4>>>4);
      y_add_out4=y4-(x4>>>4);
 		theta_add_out4=theta4+del4; 
    end
    1'b0:
      begin
        x_add_out4=x4-(y4>>>4);
        y_add_out4=y4+(x4>>>4);
 		 theta_add_out4=theta4-del4;
      end
  endcase
      case(theta5[15])
    1'b1:
    begin
      x_add_out5=x5+(y5>>>5);
      y_add_out5=y5-(x5>>>5);
 		theta_add_out5=theta5+del5; 
    end
    1'b0:
      begin
        x_add_out5=x5-(y5>>>5);
        y_add_out5=y5+(x5>>>5);
 		 theta_add_out5=theta5-del5;
      end
  endcase
      case(theta6[15])
    1'b1:
    begin
      x_add_out6=x6+(y6>>>6);
      y_add_out6=y6-(x6>>>6);
 		theta_add_out6=theta6+del6; 
    end
    1'b0:
      begin
        x_add_out6=x6-(y6>>>6);
        y_add_out6=y6+(x6>>>6);
 		 theta_add_out6=theta6-del6;
      end
  endcase
      case(theta7[15])
    1'b1:
    begin
      x_add_out7=x7+(y7>>>7);
      y_add_out7=y7-(x7>>>7);
 		theta_add_out7=theta7+del7; 
    end
    1'b0:
      begin
        x_add_out7=x7-(y7>>>7);
        y_add_out7=y7+(x7>>>7);
 		 theta_add_out7=theta7-del7;
      end
  endcase
      case(theta8[15])
    1'b1:
    begin
      x_add_out8=x8+(y8>>>8);
      y_add_out8=y8-(x8>>>8);
 		theta_add_out8=theta8+del8; 
    end
    1'b0:
      begin
        x_add_out8=x8-(y8>>>8);
        y_add_out8=y8+(x8>>>8);
 		 theta_add_out8=theta8-del8;
      end
  endcase
      case(theta9[15])
    1'b1:
    begin
      x_add_out9=x9+(y9>>>9);
      y_add_out9=y9-(x9>>>9);
 		theta_add_out9=theta9+del9; 
    end
    1'b0:
      begin
        x_add_out9=x9-(y9>>>9);
        y_add_out9=y9+(x9>>>9);
 		 theta_add_out9=theta9-del9;
      end
  endcase
      case(theta10[15])
    1'b1:
    begin
      x_add_out10=x10+(y10>>>10);
      y_add_out10=y10-(x10>>>10);
 		theta_add_out10=theta10+del10; 
    end
    1'b0:
      begin
        x_add_out10=x10-(y10>>>10);
        y_add_out10=y10+(x10>>>10);
 		 theta_add_out10=theta10-del10;
      end
  endcase  
      case(theta11[15])
    1'b1:
    begin
      x_add_out11=x11+(y11>>>11);
      y_add_out11=y11-(x11>>>11);
 		theta_add_out11=theta11+del11; 
    end
    1'b0:
      begin
        x_add_out11=x11-(y11>>>11);
        y_add_out11=y11+(x11>>>11);
 		 theta_add_out11=theta11-del11;
      end
  endcase 
      case(theta12[15])
    1'b1:
    begin
      x_add_out12=x12+(y12>>>12);
      y_add_out12=y12-(x12>>>12);
 		theta_add_out12=theta12+del12; 
    end
    1'b0:
      begin
        x_add_out12=x12-(y12>>>12);
        y_add_out12=y12+(x12>>>12);
 		 theta_add_out12=theta12-del12;
      end
  endcase 
      case(theta13[15])
    1'b1:
    begin
      x_add_out13=x13+(y13>>>13);
      y_add_out13=y13-(x13>>>13);
 		theta_add_out13=theta13+del13; 
    end
    1'b0:
      begin
        x_add_out13=x13-(y13>>>13);
        y_add_out13=y13+(x13>>>13);
 		 theta_add_out13=theta13-del13;
      end
  endcase 
      case(theta14[15])
    1'b1:
    begin
      x_add_out14=x14+(y14>>>14);
      y_add_out14=y14-(x14>>>14);
 		theta_add_out14=theta14+del14; 
    end
    1'b0:
      begin
        x_add_out14=x14-(y14>>>14);
        y_add_out14=y14+(x14>>>14);
 		 theta_add_out14=theta14-del14;
      end
  endcase 
      case(theta15[15])
    1'b1:
    begin
      x_add_out15=x15+(y15>>>15);
      y_add_out15=y15-(x15>>>15);
 		theta_add_out15=theta15+del15; 
    end
    1'b0:
      begin
        x_add_out15=x15-(y15>>>15);
        y_add_out15=y15+(x15>>>15);
 		 theta_add_out15=theta15-del15;
      end
  endcase 
  end
endmodule
==> design/flow/run.sh <==
#!/bin/bash
# OpenROAD 26Q1-2900-gdf79404cd8, Yosys 0.63+post, stock flow scripts
make -C /OpenROAD-flow-scripts/flow DESIGN_CONFIG=/design/flow/config.mk WORK_HOME=/design/flow/orfs finish
==> design/flow/config.mk <==
export PLATFORM = sky130hd
export DESIGN_NAME = cordic
export DESIGN_NICKNAME = cordic
export VERILOG_FILES = /design/flow/design.v
export SDC_FILE = /design/flow/constraint.sdc
export NUM_CORES = 4
export LEC_CHECK = 1
export CORE_UTILIZATION = 30
==> design/flow/constraint.sdc <==
current_design cordic

set clk_period 7.7
set clk_io_pct 0.2

create_clock -name clk0 -period $clk_period [get_ports {clk}]

set non_clock_inputs [all_inputs -no_clocks]
set_input_delay [expr $clk_period * $clk_io_pct] -clock clk0 $non_clock_inputs
set_output_delay [expr $clk_period * $clk_io_pct] -clock clk0 [all_outputs]
==> tab_implementation.tex <==
% Table of physical implementation metrics
\begin{tabular}{lr}
\hline
Metric & Value \\
\hline
\multicolumn{2}{l}{\textbf{Logic synthesis}} \\
\quad Proportion of synthesized chip area in sequential cells & 28.96\% \\
\quad Gate count of the mapped netlist & 6082 \\
\quad Simple Share, Synth & 17.08\% \\
\quad Number of warnings issued by yosys & 3 \\
\quad Yosys cell types & 86 \\
\quad Multiplexer area fraction after synthesis & 2.060\% \\
\quad Post-synth regs & 752 \\
\quad Number of enable flip-flop cells & 0 \\
\quad XOR-XNOR Cells, Area Fraction & 10.46\% \\
\quad Dominant kind of combinational cell & AND-OR/OR-AND gates \\
\quad Post-synthesis cell count from yosys & 6082 \\
\quad Most instantiated flip-flop cell in the synthesis netlist & dfxtp\_1 \\
\quad Area share of fa/ha/maj cells after synthesis & 18.92\% \\
\quad Yosys Chip Area & 0.05198 sq mm \\
\quad Synth Area in Compound Gates & 19.17\% \\
\quad Average footprint of a synthesized cell & 8.547 sq um \\
\quad Share of async-settable or async-resettable flops after synthesis & 0\% \\
\quad Post-synthesis instance area & 0.05198 sq mm \\
\multicolumn{2}{l}{\textbf{Routing}} \\
\quad Met2 wire len & 48230 microns \\
\quad First-pass detailed-route iteration total & 5 \\
\quad Routed length per instance & 13.92 microns \\
\quad DRT Wirelength & 118400 microns \\
\quad Detailed-route wire length on metal 1 & 61040 microns \\
\quad Detailed route wirelength on metal3 & 6360 microns \\
\quad Post-route DRC & 0 \\
\quad Number of nets still failing antenna checks after routing & 0 \\
\quad Vias per cell & 4.894 \\
\quad 1st-iter DRT viols & 2313 \\
\quad Uppermost signal routing layer after detailed routing & met4 \\
\quad Routed vias & 41.64k \\
\multicolumn{2}{l}{\textbf{Clock network}} \\
\quad Number of sinks on the clock net & 752 \\
\quad Insertion Delay late pin & 690 ps \\
\quad CTS tree & built \\
\quad Clk slew on worst S/H paths & 60 ps \\
\quad \# H-tree levels & 3 \\
\quad Number of buffers inserted to repair setup after CTS & 0 \\
\quad CTS buffer count & 83 \\
\quad Resize count post-CTS & 0 \\
\quad Clk buf depth & 3 \\
\quad Cell at the root of the clock tree & clkbuf\_16 \\
\quad CTS hold repair buffers & 0 \\
\multicolumn{2}{l}{\textbf{Placed design}} \\
\quad RePlAce Congestion & 0.9106 \\
\quad Pre-CTS WS & 2586 ps \\
\quad Detailed-placement wirelength estimate & 91890 microns \\
\quad Number of input and output port buffers inserted & 81 \\
\multicolumn{2}{l}{\textbf{Setup path}} \\
\quad Worst-path cell chain & nand2\_1 > inv\_1 > ha\_1 > a21o\_1 > a2111oi\_0 > o21ai\_1 > a2111o\_1 > a31o\_2 > a21oi\_1 > xnor2\_1 > clkdlybuf4s50\_1 \\
\quad Signal arrival time at the worst endpoint & 4220 ps \\
\quad Critical-path cell with the highest stage delay & clkdlybuf4s50\_1 \\
\quad FF-to-FF path depth & 11 \\
\quad Crit Path Class & reg -> out \\
\quad Crit start category & flip-flop \\
\quad Required arrival time at the worst endpoint & 6160 ps \\
\quad Endpoint class of the critical path & output port \\
\quad Crit-path max cell delay & 490 ps \\
\quad Biggest fanout along the worst timing path & 14 \\
\multicolumn{2}{l}{\textbf{Finish}} \\
\quad Layout cell share with drive strength beyond 1 & 4.308\% \\
\quad Fill cell instance count of the final layout & 17.48k \\
\quad Area growth from synthesis to layout & 12.11\% \\
\multicolumn{2}{l}{\textbf{Run}} \\
\quad OpenROAD warnings & 78 \\
\quad Count of maximum capacitance violations & 0 \\
\multicolumn{2}{l}{\textbf{Timing}} \\
\quad Number of setup violations in the final report & 0 \\
\quad Cycle use final & 74.81\% \\
\quad Final hold violation count & 0 \\
\quad Headroom to the max-slew limit & 31.49\% \\
\quad Minimum clock period after layout & 5760 ps \\
\quad Worst-Margin Slew & 1002 ps \\
\quad FMAX & 173.6 MHz \\
\quad Unrepaired setup endpoints after global routing & false \\
\quad Final Max Tran Viols & 0 \\
\quad Fin Clk Skew & 36.09 ps \\
\quad Minimum setup slack in the final design & 1940 ps \\
\quad Total negative setup slack & 0 ps \\
\multicolumn{2}{l}{\textbf{Floorplan}} \\
\quad Die area & 0.1749 sq mm \\
\quad Placeable Area & 0.1719 sq mm \\
\quad Rows & 152 \\
\quad Number of top-level pins & 83 \\
\quad Die width & 418.3 microns \\
\quad Starting Density & 30.23\% \\
\quad Die span in y & 418.3 microns \\
\multicolumn{2}{l}{\textbf{Worst hold path}} \\
\quad Type of the tightest min-delay check & reg -> reg \\
\quad Number of instances on the worst hold path & 1 \\
\multicolumn{2}{l}{\textbf{GRT}} \\
\quad Via count of the first global-routing pass & 38.74k \\
\quad Largest net degree at the start of global routing & 156 \\
\quad Global routing usage summed across all routing layers & 13.75\% \\
\quad GRT overflow & 0 \\
\quad Initial antenna violation count & 3 \\
\quad Global-route wire length before repair & 195700 microns \\
\multicolumn{2}{l}{\textbf{Outcome}} \\
\quad Run status & complete, no violations \\
\hline
\end{tabular}
## critical path: cells and delay by family, from the launching register on
kind / cells / cell delay, ps
AOI/OAI and AO/OA: 6 / 1680
buffers and inverters: 2 / 880
xor gates and xnor gates: 1 / 140
adders and majority gates: 1 / 380
and+or+nand+nor: 1 / 130
DFF: 1 / 370
## layout make-up
class	count	area (sq um)	area share, %
Multi-Input combinational cell	4870	35180	60.37
Sequential cell	752	15050	25.83
Inverter	316	1186	2.035
Timing Repair Buffer	110	1046	1.795
Clock inverter	35	525.5	0.9018
Antenna cell	1	2.502	0.004294
Tap cell	2310	2890	4.960
Clock buffer	115	2387	4.097
## Yosys cell counts (13+ instances only)
| cell | n | area share [%] |
|---|---|---|
| o31a_1 | 20 | 0.34 |
| nand3_1 | 71 | 0.68 |
| o21a_1 | 86 | 1.2 |
| nor3_1 | 185 | 1.8 |
| o21ai_0 | 271 | 2.6 |
| nand2b_1 | 77 | 0.93 |
| mux2i_1 | 48 | 0.92 |
| a21boi_0 | 26 | 0.38 |
| nand4_1 | 25 | 0.30 |
| buf_1 | 18 | 0.13 |
| a211o_1 | 17 | 0.29 |
| or2_2 | 26 | 0.31 |
| xnor2_1 | 376 | 6.3 |
| o21bai_1 | 49 | 0.71 |
| or4_1 | 16 | 0.23 |
| and2_1 | 23 | 0.28 |
| nor2b_1 | 229 | 2.8 |
| and3_1 | 48 | 0.58 |
| nor4_1 | 29 | 0.35 |
| a21oi_1 | 481 | 4.6 |
| a31oi_1 | 74 | 0.89 |
| dfxtp_1 | 752 | 29 |
| ha_1 | 714 | 17 |
| xor2_1 | 242 | 4.1 |
| nor3b_1 | 34 | 0.49 |
| o211a_1 | 14 | 0.27 |
| nor2_1 | 777 | 5.6 |
| o31ai_1 | 36 | 0.52 |
| clkbuf_1 | 122 | 0.88 |
| inv_1 | 313 | 2.3 |
| a41oi_1 | 21 | 0.35 |
| or3_1 | 39 | 0.47 |
| a2111oi_0 | 18 | 0.30 |
| o211ai_1 | 33 | 0.48 |
| a311oi_1 | 13 | 0.22 |
| a221oi_1 | 13 | 0.22 |
| mux2_2 | 48 | 1.0 |
| nand2_1 | 222 | 1.6 |
| a21o_1 | 204 | 2.9 |
| a211oi_1 | 78 | 1.1 |
| fa_1 | 45 | 1.7 |
## path summary, 6_finish.rpt
path / start / endpoint / slack (ps)
max: y15[15] / cosine[15] / 1940
min: theta6[0] / theta7[0] / 430
max reg2reg: y1[4] / x2[14] / 3400
min reg2reg: theta6[0] / theta7[0] / 430
## layer usage
metal	vias up	track usage, %
li1	21690	-
met1	19070	21.29
met2	730	20.00
met3	151	2.536
met4	0	2.918
met5	-	0
## metrics by stage
| step | instances | area (sq um) | util, % | hold WS, ps |
|---|---|---|---|---|
| finish | 8509 | 58270 | 33.90 | 430.1 |
| global route | 8508 | 58270 | 33.89 | 451.9 |
| CTS | 8508 | 58270 | 33.89 | 436.4 |
| detailed placement | 8358 | 55360 | 32.20 | 425.4 |
| global placement | 8358 | 55360 | 32.20 | 420.2 |
| floorplan | 6082 | 51980 | - | 413.7 |
## cell families (layout without fill, tap and decap cells)
family | Yosys count | count (layout)
fa+ha+maj | 759 | 759
simple gates | 1842 | 1842
xor+xnor | 619 | 619
buf+inv | 460 | 576
compound gates | 1550 | 1550
flops | 752 | 752
mux | 100 | 100
other cells | 0 | 1
## cells in the final DEF (no fill, tap or decap), drive strengths merged, types with 33 or more instances in the layout
cell and count:
mux2i 50, and3 48, o21a 86, mux2 50
xnor2 376, a211oi 80, nor2 777, o21bai 49
nand2b 79, nor3b 34, a31oi 74, xor2 242
a21oi 484, ha 714, or3 39, dfxtp 752
clkdlybuf4s50 80, nor3 185, inv 318, a21o 204
fa 45, nor2b 229, nand2 223, o211ai 33
o21ai 275, clkbuf 115, nand3 71, o31ai 36
